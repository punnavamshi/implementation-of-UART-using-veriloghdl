--- design/flow/run.sh ---
#!/bin/bash
# OpenROAD 26Q1-2900-gdf79404cd8, Yosys 0.63+post, stock flow scripts
make -C /OpenROAD-flow-scripts/flow DESIGN_CONFIG=/design/flow/config.mk WORK_HOME=/design/flow/orfs finish
--- design/flow/config.mk ---
export PLATFORM = sky130hd
export DESIGN_NAME = Receiver
export DESIGN_NICKNAME = Receiver
export VERILOG_FILES = /design/flow/design.v
export SDC_FILE = /design/flow/constraint.sdc
export NUM_CORES = 4
export LEC_CHECK = 1
export CORE_AREA = 10 10 94 94
export DIE_AREA = 0 0 104 104
--- design/flow/constraint.sdc ---
current_design Receiver

set clk_period 3.9
set clk_io_pct 0.2

create_clock -name clk0 -period $clk_period [get_ports {clock}]

set non_clock_inputs [all_inputs -no_clocks]
set_input_delay [expr $clk_period * $clk_io_pct] -clock clk0 $non_clock_inputs
set_output_delay [expr $clk_period * $clk_io_pct] -clock clk0 [all_outputs]
--- design/flow/design.v ---
`timescale 1ns / 1ps
module Receiver(
input clock,
input reset,
input baudTick,
input rx,
output reg [7:0] rx_out,
output reg rx_done
    );
reg [1:0] state;
reg [4:0] s;
reg [4:0] n;
parameter idle = 2'b00;
parameter start = 2'b01;
parameter data = 2'b10;
parameter stop = 2'b11;
always @(negedge clock) begin
    if(reset) begin
        state = idle;
        rx_done=0;
        rx_out=8'd0;
        s=4'd0;
        n=4'd0;
    end
    else begin    
        case(state)
            idle: begin
                rx_done=0;   
                rx_out=8'd0;                            
                if(rx==0) begin
                    state=start;
                    s=0;
                end
                else begin
                    state=idle;  
                end
              end
            start: begin
                if(baudTick==1) begin
                    if(s==7) begin
                        s=4'd0;
                        n=4'd0;
                        state = data;
                  end            
                  else begin
                        s=s+1;                
                   end
                 end
            end                     
            data : begin              
               if(baudTick==1) begin                
                   if(s==15) begin
                         rx_out=(rx<<n)|(rx_out);  
                         s=4'd0;                      
                         if(n==7) begin 
                            state = stop;
                            n=4'd0;
                         end                         
                         else n=n+1;                                                                          
                   end 
                   else begin 
                        s=s+1;
                   end                                      
                end
            end 
            stop: begin
                 if(baudTick==1) begin
                    if(n==15) begin
                        n=4'd0;
                        s=4'd0;
                        state=idle;
                        rx_done=1'b1;
                    end
                    else begin
                        n=n+1;
                    end
                 end                                    
            end               
         endcase                                                  
    end
end
endmodule
==> results.ini <==
[setup_path]
crit_arrival_ns=3.06
max_stage_delay_ns=0.46
end_kind=output port
cp-start-kind=register
critPathTopFamily=buffers and inverters
worstPathCellList=clkdlybuf4s50_1
cp_data_required_time_ns=3.12
crit_fanout=2
crit_buf_inv=1
crit_type=register to output port
slowest_stage=clkdlybuf4s50_1

[floorplanning]
ioPinCount=13
die_area_mm2=0.01082
initCoreUtil=0.1866
rows=30
coreArea_mm2=0.006832
fp.dieW_um=104
dieHeight_um=104

[place]
numPlacedInstances=257
gp_congestion=0.8824
placed_area_mm2=0.001548
portBuffers=12
dpl.hpwl_um=2223

[route]
drcViolationCount=0
antenna-diode-count=0
post_drt_wl_per_cell_um=10.88
drtPass1Iterations=4
dr.first_iter.drc_count=53
via_per_inst=4.254
num_vias=1204
drt_wl_total_um=3080
postRouteAntennaNets=0

[cts]
cts_root_buffer=clkbuf_8
clk_path_buf_depth=2
cts_tree=done
cts.clk_slew.worst_paths_ns=0.03
insertion_delay_ns=0.34
ctsHoldBuffers=0
cts_setup_buffers=0
cts_max_level=1
cts_buffers=3
cts.sinks=23

[power_and_ir_drop]
switching_share=0.3105
power_w=0.0005343
power.density_mw_per_mm2=315.8
internal-power_w=0.0003683
power_switching_w=0.0001659
total_leakage_power_nw=0.7456
seqPwrFrac=0.465
p_clk_frac=0.434
p_comb_frac=0.101
vdd_drop_max_uv=103.9

[yosys]
synth.distinct_cells=41
yosys_cells=146
topCellsByArea=dfxtp_1, a21oi_1, ha_1, nor2_1, a31oi_1
ff_type=dfxtp_1
synth_cells=146
ys_seq_share=0.3611
ys.flops=23
top_cell=dfxtp_1
synth_top_cell_by_area=dfxtp_1
top_cell_area_share=0.3611
netlist_area_mm2=0.001275
yosysWarnings=1
yosys_area_mm2=0.001275
edf_count=0
common_cells=dfxtp_1, a21oi_1, nor2_1, inv_1, o21ai_0
syn_avg_cell_area_um2=8.733
async_flop_share=0

[sta]
holdWs_ns=0.4519
hold_viol=0
rsz0062_at_grt=no
final_max_slew_viol_count=0
fin_skew_ns=0.01231
slew_headroom=0.5541
tightestPinTransition_ns=0.6618
setup_viol=0

[global_routing]
grt_max_degree=13
grtUsageTotal=0.05805
grt_pass1_wl_um=5513
overflow=0
grt_pass1_vias=1197
grt_antenna_before_repair=0

[layout]
final_util=0.2476
drive_gt1_frac=0.1711
fillers=746
final-instance-count-excl-fill=283
final_area_mm2=0.001692
area_delta_synth_final_pct=32.68

[flow_run]
max_cap_violations=0
warning_count=50

[min_path]
hold_class=register to register

[run_status]
status=complete, no violations

## kinds of logic (layout without fill, tap and decap cells)
kind of cell,Yosys count,in the layout,share of synthesized area
adders and majority gates,6,6,0.05888
AOI/OAI and AO/OA,49,49,0.2552
DFF,23,23,0.3611
buffers and inverters,16,57,0.06280
and+or+nand+nor,52,52,0.2620
## path summary, 6_finish.rpt
kind / depth (start not counted) / end / start / slack (ns)
worst max-delay path: 1 / rx_out[3] / rx_out[3]$_SDFFE_NP0P_ / 0.06
worst min-delay path: 2 / rx_out[5]$_SDFFE_NP0P_ / rx_out[5]$_SDFFE_NP0P_ / 0.45
worst max register to register: 8 / s[0]$_SDFFE_NP0P_ / s[0]$_SDFFE_NP0P_ / 1.82
worst min register to register: 2 / rx_out[5]$_SDFFE_NP0P_ / rx_out[5]$_SDFFE_NP0P_ / 0.45
## worst register-to-register path, stage by stage, from the launching register on
cell,delay (ns)
dfxtp_1,0.32
ha_1,0.29
nand3_1,0.14
inv_1,0.05
ha_1,0.23
and2b_2,0.27
a21oi_4,0.07
or4_1,0.52
a21oi_1,0.13
## per-layer routing
layer,vias up,track usage,part of all wire
li1,624,-,-
met1,555,0.07798,0.51
met2,23,0.08153,0.43
met3,2,0.02318,0.050
met4,0,0.02187,0.013
met5,-,0,0
## timing repair
item	in CTS	in global routing
setup endpoints to repair	2	9
hold endpoints to repair	0	0
pin swaps	0	0
resized	1	11
## sequential cells by signal (all words and copies together), names as in the netlist
register  flops
s             5
rx_out        8
state         4
n             5
rx_done       1
## layout by cell type (no fill, tap or decap), types with 2 or more instances in the layout
master,synthesis,routed
nor2_1,13,13
nor3_1,4,4
a21oi_1,18,18
or2b_1,2,2
o22ai_1,2,2
nand4_1,4,4
ha_1,6,6
o31ai_1,2,2
nand2b_1,5,5
buf_4,1,11
dfxtp_2,0,8
nand2_1,3,3
inv_1,8,31
a21oi_4,2,2
a211oi_1,2,2
dlymetal6s2s_1,0,3
clkbuf_8,0,3
o21ai_0,8,8
nor2b_1,3,3
nand4b_1,2,2
dfxtp_1,23,15
and4bb_2,2,2
clkdlybuf4s50_1,0,8
nand3_1,5,5
a31oi_1,7,7
## stage by stage
stage	setup TNS [ns]	setup WS, ns
floorplan	0	0.1300
global placement	-4.792	-0.4221
detailed placement	-4.777	-0.3865
CTS	0	0.01520
global route	0	0.004475
finish	0	0.06375
## area by class of cell
type	count	area [µm²]	area share
clock buffers	3	41.29	0.02441
clock inverters	24	90.09	0.05325
inverters	7	26.28	0.01553
multi-input cells	107	734.5	0.4342
flip-flops and latches	23	470.5	0.2781
well taps	96	120.1	0.07101
repair buffers	23	209.0	0.1235
## power groups by stage
stage | clock network [W] | registers, W | logic (W)
CTS | 0.000248 | 0.000248 | 0.0000539
global route | 0.000279 | 0.000249 | 0.0000607
finish | 0.000232 | 0.000249 | 0.0000541
Power is estimated from default activity; no workload was simulated.
