$ cat run.sh
#!/bin/bash
# OpenROAD 26Q1-2900-gdf79404cd8, Yosys 0.63+post, stock flow scripts
make -C /OpenROAD-flow-scripts/flow DESIGN_CONFIG=/design/flow/config.mk WORK_HOME=/design/flow/orfs finish
$ cat config.mk
export PLATFORM = sky130hd
export DESIGN_NAME = Transmitter
export DESIGN_NICKNAME = Transmitter
export VERILOG_FILES = /design/flow/design.v
export SDC_FILE = /design/flow/constraint.sdc
export NUM_CORES = 4
export LEC_CHECK = 1
export CORE_AREA = 10 10 114 114
export DIE_AREA = 0 0 124 124
$ cat constraint.sdc
current_design Transmitter

set clk_period 3.9
set clk_io_pct 0.2

create_clock -name clk0 -period $clk_period [get_ports {clock}]

set non_clock_inputs [all_inputs -no_clocks]
set_input_delay [expr $clk_period * $clk_io_pct] -clock clk0 $non_clock_inputs
set_output_delay [expr $clk_period * $clk_io_pct] -clock clk0 [all_outputs]
$ cat design.v
`timescale 1ns / 1ps
module Transmitter(
input clock,
input reset,
input baudTick,
input [7:0] tx_in,
input tx_start,
output reg tx,
output reg tx_done
    );  
reg [4:0] s;
reg [4:0] n;
reg [7:0] b;
reg [1:0] state;
parameter idle = 2'b00;
parameter start = 2'b01;
parameter data = 2'b10;
parameter stop = 2'b11;
always @(posedge clock) begin
    if(reset) begin
        state = idle;
        tx_done=1'b0;
        tx=1'b0;
        s=4'd0;
        n=4'd0;
    end
    else begin    
        case(state)
            idle: begin
                tx_done=1'b0;   
                tx=1'b0;                            
                if(tx_start==1) begin
                    b=tx_in;
                    state=start;
                    s=0;
                end
                else begin
                    state=idle;  
                end
              end
            start: begin
                if(baudTick==1) begin
                    if(s==15) begin
                        s=4'd0;
                        n=4'd0;
                        state = data;
                  end            
                  else begin
                        s=s+1;
                        tx=0;                
                   end
                 end
            end                     
            data : begin              
               if(baudTick==1) begin                
                    if(s==15) begin
                        if(n==7) begin
                            state = stop;
                            n=4'd0;
                            s=4'd0;
                        end
                        else begin 
                            b=b>>1;                    
                            n=n+1;
                            s=4'd0;
                            tx=b[0];
                        end                        
                   end
                   else s=s+1;                                                                                             
               end
               else    tx=b[0];                             
            end 
            stop: begin
                 if(baudTick==1) begin
                    if(n==15) begin
                        n=4'd0;
                        s=4'd0;
                        tx=1'b0;
                        state=idle;
                        tx_done=1'b1;
                    end
                    else begin
                        tx=1'b1;                        
                        n=n+1;
                    end
                 end                                    
            end               
         endcase                                                  
    end
end
endmodule
==> flow_summary_export.csv <==
group,metric,value,unit
sta,hold_viol_final,0,
clock_tree,cts_tree,"done",
yosys,ys_types,43,
yosys,ys_top_cells_by_area,"dfxtp_1, edfxtp_1, mux2_2",
worst_setup_path,path_cells,"clkdlybuf4s50_1 -> or3b_1 -> o21ai_0 -> and3_1",
power_and_ir_drop,ir_drop,0.156,mV
detailed_routing,wl,2.61,mm
detailed_routing,met1_length,1.16,mm
worst_setup_path,path_max_fanout,12,
final_layout,seq_area,561,um2
global_routing,gr-total-overflow,0,
worst_setup_path,cp.required,3.84,ns
power_and_ir_drop,p_sw_share,19.9,%
die,fp-row-count,37,
job,warnings,26,
placement,gp_congestion,0.799,
die,initCoreUtil,11.7,%
yosys,yosys_cells,124,
detailed_routing,drtAntennaViolNets,0,
placement,dp_hpwl,1.98,mm
sta,setup_viol,0,
global_routing,grt_max_degree,15,
clock_tree,h-tree-depth,1,
job,cap_violations,0,
worst_setup_path,critPathLaunchType,"input port",
yosys,synth_async_sr_flop_share,0,%
detailed_routing,avgViaCountPerCell,3.45,
final_layout,layout-drive-gt1-share,10.9,%
yosys,top_area_cell,"dfxtp_1",
detailed_routing,wl_met2,1.30,mm
detailed_routing,routed.top_layer,"met4",
power_and_ir_drop,switchingPower,106,uW
worst_setup_path,crit_type,"in2reg",
worst_hold_path,min_path_type,"reg2reg",
detailed_routing,drt-wirelength-per-cell,9.55,um
yosys,post-synth-top-area-fraction,26.2,%
worst_setup_path,cpMaxStageDelayCell,"clkdlybuf4s50_1",
final_layout,logic_area,623,um2
clock_tree,numCtsBuffers,3,
detailed_routing,drc,0,
die,fp.dieArea,15400,um2
global_routing,grt_pass1_wl,4.21,mm
sta,worst_pin_slew,0.671,ns
clock_tree,postCtsSetupRepairBufs,0,
power_and_ir_drop,p_int,427,uW
placement,dpl_worst_slack,1.09,ns
clock_tree,cts_buffer_depth,2,
sta,period_minus_slack,2.53,ns
yosys,ys_area,1220,um2
sta,fmax,395,MHz
power_and_ir_drop,pwr-share-seq,51.0,%
power_and_ir_drop,total_power,532,uW
yosys,edf_count,8,
worst_setup_path,cp-end-kind,"flip-flop",
sta,clock_skew,0.00134,ns
power_and_ir_drop,leakagePower,0.502,nW
final_layout,area_growth,28.8,%
sta,fin_tns_setup,0,ns
detailed_routing,first_iter_violations,57,
yosys,syn_avg_cell_area,9.86,um2
die,die_w,124,um
clock_tree,cts_resized,0,
global_routing,antenna_found_initial,0,
final_layout,stdcell_count,273,
power_and_ir_drop,powerDensity,338,nW/um2
sta,rsz0062_at_grt,"no",
global_routing,grt_pass1_vias,881,
yosys,netlist_area,1220,um2
worst_setup_path,critPathMaxStageDelay,0.72,ns
power_and_ir_drop,power.share.clock,40.4,%
detailed_routing,antennaDiodeCount,0,
clock_tree,insertion_delay,0.26,ns
clock_tree,ctsHoldBuffers,0,
yosys,ys_warn_count,1,
sta,layout_setup_ws,1.37,ns
detailed_routing,vias,942,
sta,drv_slew,0,
detailed_routing,dr.pass1.iters,4,
worst_setup_path,arrival,2.47,ns
sta,fin_crit_sh,64.9,%
final_layout,fin_util,15.1,%
clock_tree,cts.clk_slew.worst_paths,0.08,ns
placement,placed_cells,269,
power_and_ir_drop,pwr-share-comb,8.6,%
sta,slew_headroom,55.3,%
clock_tree,cts-root-buf,"clkbuf_8",
yosys,synth_seq_share,45.9,%
clock_tree,cts.sinks,24,
die,core,10400,um2
global_routing,grt_usage,3.28,%
outcome,status,"completed",
yosys,ff_type,"dfxtp_1",
detailed_routing,dr_wl_met3,84,um
placement,io_buffers,13,
yosys,synthCells,124,
die,io_pins,14,
yosys,ys.flops,24,
final_layout,nFillCells,1150,
die,die_y,124,um
## layer usage
metal	track usage [%]	up-vias
li1	-	485
met1	4.24	442
met2	5.63	13
met3	0.367	2
met4	1.01	0
met5	0	-
## path summary, 6_finish.rpt
check / from / endpoint / slack (ns) / cells past startpoint
worst max register to register: n[0]$_SDFFE_PP0P_ / s[3]$_SDFFE_PP0P_ / 1.82 / 8
worst min register to register: tx$_SDFFE_PP0P_ / tx$_SDFFE_PP0P_ / 0.48 / 2
worst min-delay path: tx$_SDFFE_PP0P_ / tx$_SDFFE_PP0P_ / 0.48 / 2
worst max-delay path: baudTick / b[1]$_DFFE_PP_ / 1.37 / 4
## registers in the layout (all words and copies together), names as in the netlist
register / count
tx_done: 1
b: 8
tx: 1
n: 5
s: 5
state: 4
## layout make-up
cell class,count,share of cell area (%)
multi-input cells,91,39.6
clock inverters,1,1.91
well taps,136,10.8
clock buffers,3,2.62
inverters,5,1.19
repair buffers,13,8.27
flip-flops and latches,24,35.6
## cells by family (layout without fill, tap and decap cells)
family / count (synthesis) / count (layout) / synth area share (%)
simple gates: 50 / 50 / 23.5
compound gates: 28 / 28 / 15.3
flops: 24 / 24 / 45.9
mux: 9 / 9 / 8.09
buf+inv: 9 / 22 / 3.17
fa+ha+maj: 4 / 4 / 4.09
## synth_stat cells, types with 2 or more instances
library cell / n
a21oi_1: 9
dfxtp_1: 16
edfxtp_1: 8
ha_1: 4
inv_1: 5
mux2_2: 7
mux2i_1: 2
nand2_1: 8
nand2b_1: 4
nand3_1: 8
nand3b_1: 2
nor2_1: 9
nor2b_1: 2
nor3_1: 2
nor3b_1: 2
o21ai_0: 7
o22ai_1: 2
or3b_1: 2
## metrics by stage
stage,instance area (um2),hold slack (ns)
global route,1570,0.503
floorplan,1220,0.420
CTS,1570,0.483
global placement,1500,0.462
finish,1570,0.477
detailed placement,1500,0.469
## power by group through the flow
stage / combinational [mW] / clock (mW) / sequential, mW
4_1_cts: 0.0464 / 0.222 / 0.271
5_1_grt: 0.0515 / 0.233 / 0.273
6_report: 0.0458 / 0.215 / 0.271
## worst max-delay path, delay by kind of cell
family / cells / cell delay [ns]
AOI/OAI and AO/OA: 1 / 0.16
buffers and inverters: 1 / 0.72
and+or+nand+nor: 2 / 0.81
## cell usage in the layout (no fill, tap or decap), types with 3 or more instances in the layout
cell,count
nor2_1,9
mux2_2,7
clkbuf_8,3
o21ai_0,7
edfxtp_1,8
nand2b_1,4
nand2_1,8
clkdlybuf4s50_1,13
inv_1,5
ha_1,4
nand3_1,8
a21oi_1,9
dfxtp_1,16
Power and IR drop assume default switching activity.
